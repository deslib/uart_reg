===== ./config.mk =====
export PLATFORM = sky130hd
export DESIGN_NAME = top
export DESIGN_NICKNAME = top
export VERILOG_FILES = /design/flow/design.v
export SDC_FILE = /design/flow/constraint.sdc
export NUM_CORES = 4
export LEC_CHECK = 1
export CORE_UTILIZATION = 50

===== ./constraint.sdc =====
current_design top

set clk_period 8.9
set clk_io_pct 0.2

create_clock -name clk0 -period $clk_period [get_ports {clk}]

set non_clock_inputs [all_inputs -no_clocks]
set_input_delay [expr $clk_period * $clk_io_pct] -clock clk0 $non_clock_inputs
set_output_delay [expr $clk_period * $clk_io_pct] -clock clk0 [all_outputs]

===== ./design.v =====
module reg_file(
    input clk,
    input rstb,
    input wr_en,
    input [15:0] addr,
    input [3:0] be,
    input [31:0] wr_data,
    input rd_en,
    output logic rd_rdy,
    output logic [31:0] rd_data,
    output logic [7:0] digit_ctrl,
    output logic digit_start_wo,
    output logic digit_stop_wo,
    input [7:0] digit_status
);
    always @(posedge clk or negedge rstb) begin
        if(~rstb) begin
            digit_ctrl <= 0;
        end else begin
            if(wr_en) begin
                case(addr)
                    0: begin
                        digit_ctrl <= wr_data[7:0];
                    end
                endcase
            end
        end
    end
    always @(posedge clk or negedge rstb) begin
        if(~rstb) begin
            digit_start_wo <= 0;
        end else begin
            if(wr_en) begin
                case(addr)
                    0: begin
                        digit_start_wo <= wr_data[8];
                        digit_stop_wo <= wr_data[16];
                    end
                endcase
            end else begin
                digit_start_wo <= 0;
                digit_stop_wo <= 0;
            end
        end
    end
    always @(posedge clk or negedge rstb) begin
        if(~rstb) begin
            rd_data <= 0;
        end else begin
            if(rd_en) begin
                case(addr)
                    0: begin
                        rd_data <= {digit_status,7'h0,digit_stop_wo,7'h0,digit_start_wo,digit_ctrl};
                    end
                    default: rd_data <= 0;
                endcase
            end
        end
    end
    always @(posedge clk or negedge rstb) begin
        if(~rstb) begin
            rd_rdy <= 0;
        end else begin
            rd_rdy <= rd_en;
        end
    end
endmodule
module uart_cmder (
    input clk,
    input rstb,
    output logic uart_wr_en,
    output logic [7:0] uart_din,
    input uart_tx_busy,
    input uart_rx_rdy,
    output logic uart_rx_rdy_clr,
    input [7:0] uart_dout,
    output logic bus_wr_en,
    output logic [3:0] bus_be,
    output logic [15:0] bus_addr,
    output logic [31:0] bus_wdata,
    output logic bus_rd_en,
    input [31:0] bus_rdata,
    input bus_rd_rdy
);
parameter WR = 4'h0;
parameter RD = 4'h1;
parameter INVALID = 4'hF;
typedef enum bit [1:0] {IDLE=2'b00, ADDR=2'b01, WDATA=2'b10,RDATA=2'b11} enum_st;
enum_st cur_state;
enum_st next_state;
logic [3:0] bus_cmd;
wire uart_got_byte = uart_rx_rdy & ~uart_rx_rdy_clr;
always @(posedge clk or negedge rstb) begin
    if(~rstb) begin
        cur_state <= IDLE;
    end else begin
        cur_state <= next_state;
    end
end
always @(*) begin
    if(~rstb) begin
        next_state = IDLE;
    end else if(cur_state == IDLE || cur_state == ADDR || cur_state == WDATA) begin
        if(uart_got_byte) begin
            if(cur_state == IDLE) begin
                if(uart_dout == 0 || uart_dout == 1) begin
                    next_state = ADDR;
                end else begin
                    next_state = IDLE;
                end
            end else if(cur_state == ADDR) begin
                if(bus_cmd == WR) next_state = WDATA;
                else next_state = RDATA;
            end else if(cur_state == WDATA) begin
                next_state = IDLE;
            end else begin
                next_state = IDLE;
            end
        end else begin
            next_state = cur_state;
        end
    end else begin  
        if(bus_rd_rdy) next_state = IDLE;
        else next_state = RDATA;
    end
end
always @(posedge clk or negedge rstb) begin
    if(~rstb) begin
        bus_cmd <= INVALID;
    end else if(uart_got_byte && cur_state == IDLE) begin
        if(uart_dout == 0)      bus_cmd <= WR;
        else if(uart_dout == 1) bus_cmd <= RD;
        else                    bus_cmd <= INVALID;
    end
end
always @(posedge clk or negedge rstb) begin
    if(~rstb) begin
        bus_addr <= 0;
        bus_be <= 0;
    end else if(uart_got_byte && cur_state == ADDR) begin
        bus_addr <= {8'h0,uart_dout[7:2],2'h0};
        bus_be <= uart_dout[1:0] == 0 ? 1 : uart_dout[1:0] == 1 ? 2: uart_dout[1:0] == 2 ? 4 : 8;
    end
end
always @(posedge clk or negedge rstb) begin
    if(~rstb) begin
        bus_wr_en <= 0;
        bus_wdata <= 0;
    end else if(uart_got_byte && cur_state == WDATA) begin
        bus_wr_en <= 1;
        bus_wdata <= bus_be[0] ? {24'h0,uart_dout} : bus_be[1] ? {16'h0,uart_dout,8'h0} : 
                     bus_be[2] ? {8'h0,uart_dout,16'h0} : {uart_dout,24'h0};
    end else begin
        bus_wr_en <= 0;
    end
end
always @(posedge clk or negedge rstb) begin
    if(~rstb) begin
        bus_rd_en <= 0;
    end else if(uart_got_byte && cur_state == ADDR && bus_cmd == RD) begin
        bus_rd_en <= 1;
    end else begin
        bus_rd_en <= 0;
    end
end
always @(posedge clk or negedge rstb) begin
    if(~rstb) begin
        uart_rx_rdy_clr <= 0;
    end else if(uart_rx_rdy)begin
        uart_rx_rdy_clr <= 1;
    end else begin
        uart_rx_rdy_clr <= 0;
    end
end
always @(posedge clk or negedge rstb) begin
    if(~rstb) begin
        uart_wr_en <= 0;
        uart_din <= 0;
    end else if(bus_rd_rdy && cur_state == RDATA)begin
        uart_wr_en <= 1;
        uart_din <= bus_be[0] ? bus_rdata[7:0] : bus_be[1] ? bus_rdata[15:8] :
                    bus_be[2] ? bus_rdata[23:16] : bus_rdata[31:24];
    end else begin
        uart_wr_en <= 0;
    end
end
endmodule
module top(
    input clk,
    input rstb,
    input uart_rx,
    output uart_tx,
    output logic [7:0] led_out,
    output logic [3:0] led_enb
);
    localparam cnt_end = 8000;
    logic [7:0] digit_ctrl;
    logic [7:0] digit_status;
    logic digit_run;
    logic [7:0] uart_din;
    logic [7:0] uart_dout;
    logic [3:0] bus_be;
    logic [15:0] bus_addr;
    logic [31:0] bus_wdata;
    logic [31:0] bus_rdata;
    wire digit_start;
    wire digit_stop;
    logic [23:0] cnt;
    wire led_update = (cnt[15:0] == 'hffff);
    wire led_tick = (cnt[23:0] == 'hffffff);
    logic [3:0] led_en;
    assign led_enb = ~led_en;
    logic [7:0] led_loop;
    logic [7:0] led_loop_inv;
    always @(posedge clk or negedge rstb) begin
        if(~rstb) begin
            led_en <= 1;
        end else begin
            if(led_update) begin
                led_en <= {led_en[2:0],led_en[3]};
            end
        end
    end
    assign led_out = led_en == 4'b0001 ? digit_ctrl :
                     led_en == 4'b0010 ? digit_status :
                     led_en == 4'b0100 ? led_loop : led_loop_inv;
    always @(posedge clk or negedge rstb) begin
        if(~rstb) begin
            digit_run <= 0;
        end else begin
            if(digit_start) begin
                digit_run <= 1;
            end else if(digit_stop) begin
                digit_run <= 0;
            end
        end
    end
    always @(posedge clk or negedge rstb) begin
        if(~rstb) begin
            cnt <= 0;
        end else begin
            cnt <= cnt + 1;
        end
    end
    always @(posedge clk or negedge rstb) begin
        if(~rstb) begin
            digit_status <= 0;
        end else begin
            if(digit_run && led_tick) begin
                digit_status <= digit_status + 1;
            end
        end
    end
    always @(posedge clk or negedge rstb) begin
        if(~rstb) begin
            led_loop <= 1;
            led_loop_inv <= 'hfe;
        end else begin
            if(led_tick) begin
                led_loop <= {led_loop[6:0],led_loop[7]};
                led_loop_inv <= {led_loop_inv[6:0],led_loop_inv[7]};
            end
        end
    end
    uart_top U_UART(
        .clk(clk),
        .rstb(rstb),
        .rx(uart_rx),
        .tx(uart_tx),
        .wr_en(uart_wr_en),
        .wr_data(uart_din),
        .tx_busy(uart_tx_busy),
        .rx_valid(uart_rx_rdy),
        .rx_data(uart_dout)
    );
    uart_cmder U_UART_CMDER(
        .clk(clk),
        .rstb(rstb),
        .uart_wr_en(uart_wr_en),
        .uart_din(uart_din),
        .uart_tx_busy(uart_tx_busy),
        .uart_rx_rdy(uart_rx_rdy),
        .uart_rx_rdy_clr(uart_rx_rdy_clr),
        .uart_dout(uart_dout),
        .bus_wr_en(bus_wr_en),
        .bus_be(bus_be),
        .bus_addr(bus_addr),
        .bus_wdata(bus_wdata),
        .bus_rd_en(bus_rd_en),
        .bus_rdata(bus_rdata),
        .bus_rd_rdy(bus_rd_rdy)
    );
    reg_file U_REG_FILE(
        .clk(clk),
        .rstb(rstb),
        .wr_en(bus_wr_en),
        .addr(bus_addr),
        .be(bus_be),
        .wr_data(bus_wdata),
        .rd_en(bus_rd_en),
        .rd_rdy(bus_rd_rdy),
        .rd_data(bus_rdata),
        .digit_ctrl(digit_ctrl),
        .digit_start_wo(digit_start),
        .digit_stop_wo(digit_stop),
        .digit_status(digit_status)
    );
endmodule
module baudrate #(
    parameter CLK_FREQ = 50000000,
    parameter BAUD_RATE = 9600
)(
    input clk,
    input rstb,
    output tx_clk_en,
    output rx_clk_en
);
    localparam cnt_end = CLK_FREQ / BAUD_RATE / 16;
    reg [15:0] cnt;
    reg [3:0] tx_cnt;
    always @(posedge clk or negedge rstb) begin
        if(~rstb) begin
            cnt <= 0;
        end else begin
            if(cnt == cnt_end) begin
                cnt <= 0;
            end else begin
                cnt <= cnt + 1;
            end
        end
    end
    assign rx_clk_en = cnt == cnt_end;
    always @(posedge clk or negedge rstb) begin
        if(~rstb) begin
            tx_cnt <= 0;
        end else begin
            if(rx_clk_en) begin
                tx_cnt <= tx_cnt + 1;
            end
        end
    end
    assign tx_clk_en = tx_cnt == 'hF & rx_clk_en;
endmodule
module receiver(
    input clk,
    input clk_en,
    input rstb,
    input rx,
    output reg rx_valid,
    output [7:0] data
);
    localparam IDLE = 0;
    localparam RUNNING = 1;
    reg cur_st;
    reg nxt_st;
    reg [8:0] rx_data;
    reg [3:0] bit_sel;
    reg [3:0] sample;
    assign data = rx_data[8:1];
    always @(posedge clk or negedge rstb) begin
        if(~rstb) begin
            cur_st <= IDLE;
        end else begin
            cur_st <= nxt_st;
        end
    end
    always @(*) begin
        case(cur_st)
            IDLE: begin
                if(!rx) begin
                    nxt_st = RUNNING;
                end else begin
                    nxt_st = IDLE;
                end
            end
            RUNNING: begin
                if(bit_sel == 'h9 && sample == 'h9) begin
                    nxt_st = IDLE;
                end else begin
                    nxt_st = RUNNING;
                end
            end
            default: begin
                nxt_st = IDLE;
            end
        endcase
    end
    always @(posedge clk or negedge rstb) begin
        if(~rstb) begin
            bit_sel <= 0;
        end else if(clk_en) begin
            case(cur_st)
                IDLE:       bit_sel <= 0;
                RUNNING: begin
                    if(sample == 'hf)begin
                        if(bit_sel == 'h8 && sample == 'h8) begin
                            bit_sel <= 0;
                        end else begin
                            bit_sel <= bit_sel + 1;
                        end
                    end
                end
            endcase
        end
    end
    always @(posedge clk or negedge rstb) begin
        if(~rstb) begin
            sample <= 0;
        end else if(clk_en) begin
            case(cur_st)
                IDLE: sample <= 0;
                RUNNING: sample <= sample + 1;
            endcase
        end
    end
    always @(posedge clk or negedge rstb) begin
        if(~rstb) begin
            rx_data <= 0;
            rx_valid <= 0;
        end else begin
            if(clk_en & sample == 'h8)begin
                case(cur_st)
                    IDLE: begin
                        rx_data <= 0;
                        rx_valid <= 0;
                    end
                    RUNNING: begin
                        rx_data <= {rx,rx_data[8:1]};
                        if(bit_sel == 'h8) begin
                            rx_valid <= 1;
                        end else begin
                            rx_valid <= 0;
                        end
                    end
                endcase
            end else begin
                rx_valid <= 0;
            end
        end
    end
endmodule
module transmitter(
    input clk,
    input clk_en,
    input rstb,
    input wr_en,
    input [7:0] data,
    output reg tx,
    output reg tx_busy
);
    reg [3:0] bit_sel;
    localparam IDLE = 0;
    localparam RUNNING = 1;
    reg cur_st;
    reg nxt_st;
    reg [9:0] tx_data;
    always @(posedge clk or negedge rstb) begin
        if(~rstb) begin
            cur_st <= IDLE;
        end else begin
            cur_st <= nxt_st;
        end
    end
    always @(posedge clk or negedge rstb) begin
        if(~rstb) begin
            tx_data <= 0;
        end else begin
            case(cur_st) 
                IDLE: begin
                    if(wr_en) begin
                        tx_data <= {1'b1,data,1'b0};  
                    end
                end 
                RUNNING: begin
                    if(clk_en) begin
                        tx_data <= {1'b1,tx_data[9:1]};
                    end
                end
            endcase
        end
    end
    always @(*) begin
        case(cur_st)
            IDLE: begin
                if(wr_en) begin
                    nxt_st = RUNNING;
                end else begin
                    nxt_st = IDLE;
                end
            end
            RUNNING: begin
                if(bit_sel == 'h9 && clk_en) begin
                    nxt_st = IDLE;
                end else begin
                    nxt_st = RUNNING;
                end
            end
        endcase
    end
    always @(posedge clk or negedge rstb) begin
        if(~rstb) begin
            bit_sel <= 0;
        end else begin
            case(cur_st)
                IDLE:       bit_sel <= 0;
                RUNNING:    begin
                    if(clk_en) begin
                        if(bit_sel == 'h9)begin
                            bit_sel <= 0;
                        end else begin
                            bit_sel <= bit_sel + 1;
                        end
                    end
                end
            endcase
        end
    end
    always @(posedge clk or negedge rstb) begin
        if(~rstb) begin
            tx <= 1;
        end else if(clk_en)begin
            case(cur_st)
                IDLE: begin
                    tx <= 1;
                end
                RUNNING: begin
                    tx <= tx_data[0];
                end
            endcase
        end
    end
    always @(posedge clk or negedge rstb) begin
        if(~rstb) begin
            tx_busy <= 0;
        end else begin
            if(wr_en) begin
                tx_busy <= 1;
            end else if(bit_sel == 9 && clk_en) begin
                tx_busy <= 0;
            end
        end
    end
endmodule
module uart_top (
    input clk,
    input rstb,
    input rx,
    output tx,
    input wr_en,
    input [7:0] wr_data,
    output tx_busy,
    output rx_valid,
    output [7:0] rx_data
);
    baudrate #(
        .CLK_FREQ(50000000),
        .BAUD_RATE(115200)
    )U_BAUDRATE(
        .clk(clk),
        .rstb(rstb),
        .rx_clk_en(rx_clk_en),
        .tx_clk_en(tx_clk_en)
    );
    transmitter U_TX(
        .clk(clk),
        .clk_en(tx_clk_en),
        .rstb(rstb),
        .wr_en(wr_en),
        .data(wr_data),
        .tx(tx),
        .tx_busy(tx_busy)
    );
    receiver U_RX(
        .clk(clk),
        .clk_en(rx_clk_en),
        .rstb(rstb),
        .rx(rx),
        .rx_valid(rx_valid),
        .data(rx_data)
    );
endmodule

===== ./run.sh =====
#!/bin/bash
# OpenROAD 26Q1-2900-gdf79404cd8, Yosys 0.63+post, stock flow scripts
make -C /OpenROAD-flow-scripts/flow DESIGN_CONFIG=/design/flow/config.mk WORK_HOME=/design/flow/orfs finish

==> run summary <==
Status of the implementation.

- For this run the aggregate overflow at the end of global routing stands at 0.
- The detailed-route via count is 5085, for reference.
- The largest driver fanout on the critical path is 16, for reference.
- Overall power consumption after layout is estimated at 1.51 mW.
- In the finished design, the share of the clock period the worst path needs comes to 46.2%.
- The run finished with clean final reports.
- The synthesized instance count is 727, for reference.
- For the final database, setup skew stands at 7.01 ps.
- The setup TNS is 0 ps, for reference.
- Setup repair after global routing left no endpoint under its margin.
- In this run the tool buffered the top-level ports with 15 buffer cells.
- The share of the core area taken by cells at floorplan is 51.8%.
- In the global route stage, overall resource usage came out at 19.7%.
- The report gives the cell count of the worst hold path as 0.
- The cell chosen for the clock root is clkbuf_16, for reference.
- Max-cap violations in this run came to 0.
- The end-of-flow timing check tallies setup violations at 0.
- Per the detail_route report, vias per standard cell equal 5.42.
- The synthesis-to-finish area growth is 11.9%, for reference.
- The relative max-transition margin is 36.9%, for reference.
- The highest achievable clock rate is 243 MHz, for reference.
- According to the floorplan report, the die width is 126 µm.
- The worst setup path is of the reg2out kind.
- The clock latency reported for the late side of the worst-skew pair is 420 ps, for reference.
- The tally of yosys warning messages is 15, for reference.
- Yosys reports that the most numerous cell types are 161 x dfrtp_1, 127 x nand2_1, 43 x o21ai_0, 42 x inv_1, 39 x nor2_1.
- The number of cells on the worst reg-to-reg path is 5.
- By instance count, the leading cell after synthesis is dfrtp_1.
- The number of warnings in the stage logs is 30, for reference.
- The number of cells reported by Yosys stat comes to 727.
- The per-cell routed wire length is 14.5 µm, for reference.
- Post-CTS timing repair inserted 0 buffers for setup.
- The number of synthesized register bits is 173, for reference.
- Data on the critical path arrives at its endpoint at 2330 ps.
- The CTS log lists the clock sinks for this run as 173.
- The fraction of layout instances using a drive strength above 1 is 12.2%, for reference.
- The number of distinct library cells after synthesis is 52, for reference.
- The number of fill cells is 1191, for reference.
- For reference, the placement row count at floorplan is 44.
- The transition at the pin with the smallest max-transition slack is 940 ps, for reference.
- Once iteration 0 of detailed routing completed, the report listed 259 DRC markers.
- The final max-slew violation count recorded for this run is 0.
- TritonRoute reported its final design rule violation total as 0.
- The number of buffers added by the clock tree synthesis step is 17, for reference.
- Counting flops with a built-in enable in the synthesized netlist gives 1.
- The count of cells resized by post-cts repair is 0, for reference.
- The registers of the reported paths see a clock transition of 60 ps.
- Hold is met by 396 ps.
- The floorplan step defined a core boundary enclosing 0.0148 mm².
- By area the synthesized netlist is led by dfrtp_1 53%, nand2_1 6.2%, mux2_2 4.7%.
- The number of buffers added to fix hold violations after cts is 0, for reference.
- The HPWL after detailed placement is 9190 µm, for reference.
- In this run the worst hold path is classified as reg2reg.
- In this run the cell area of the synthesized design comes to 0.00765 mm².
- The required time of the critical path is 7120 ps, for reference.
- The startpoint kind of the worst setup timing path is a flop, for reference.
- The iteration tally of the first detailed-router pass is 20, for reference.
- The TritonCTS clock tree is done, for reference.
- The worst setup path is captured at an output port.
- Antenna repair during routing inserted a diode count of 0.
- The number of antenna violations at the first check in global routing is 0, for reference.
- Counting flops with an async set or reset pin after synthesis yields a share of 99.4%.
- The post-synthesis sequential area ratio is 56.8%, for reference.
- Per the OpenROAD floorplan log, the height of the die is 126 µm.
- The number of I/O pins is 16, for reference.
- The yosys synthesis chip area is 0.00765 mm², for reference.
- The number of global-route vias before repair is 5065.
- The hold violation total from the final report is 0, for reference.
- The area fraction of the dominant cell type after synthesis is 52.7%, for reference.
- The predominant post-synthesis flop cell is dfrtp_1, for reference.
- The cell type with the largest total area after synthesis is dfrtp_1, for reference.
- The global-route wire length before repair is 24400 µm, for reference.
- The power density over the cells is 177 mW/mm², for reference.
- The die covers 0.0158 mm².
- The maximum buffer depth of the clock tree is 2, for reference.
- Once routing completed, OpenROAD measured the worst setup slack at 4790 ps.
- Routability-driven placement finished with a final weighted congestion of 0.825.
- The H-tree was split into 4 levels.
- The remaining antenna violation count after routing is 0, for reference.
- Summed over all cells, the static leakage comes to 3.87 nW.
- Looking at the VDD voltage map, the peak drop is 127 µV.
- Per the post-place timing report, worst setup slack is 5240 ps.
- A synthesized cell averages 10.5 µm².
- The minimum period implied by the final worst setup slack is 4110 ps, for reference.
- The detailed router reported a total wirelength of 13600 µm.
- Entering global routing, the biggest net connects 63 pins.
-- stage by stage --
stage | util (%) | cell area [µm²] | std cells
floorplan | - | 7650 | 727
global placement | 54.1 | 7980 | 906
detailed placement | 54.1 | 7980 | 906
CTS | 58.0 | 8560 | 938
global route | 58.0 | 8560 | 938
finish | 58.0 | 8560 | 938
-- sequential cells by signal, indices dropped and copies added, names as in the netlist, 10 cells and up, named ones only --
signal and flops:
U_UART.U_BAUDRATE.cnt 16, U_REG_FILE.rd_data 18, U_UART.U_TX.tx_data 10, U_UART_CMDER.bus_wdata 10, cnt 24
-- cells by family after synthesis --
kind of cell               after synthesis  share of synthesized area (%)
xor gates and xnor gates                47                           5.38
AOI/OAI and AO/OA                      114                           9.08
muxes                                   44                           6.28
DFF                                    173                           56.8
adders and majority gates               12                           1.96
and+or+nand+nor                        267                           16.9
buffers and inverters                   70                           3.57
-- final cells by class --
type / count / area [µm²] / area share (%)
inverter: 43 / 161 / 1.89
tap: 184 / 230 / 2.69
clock buffer: 18 / 439 / 5.13
sequential: 173 / 4350 / 50.8
timing repair buffer: 22 / 204 / 2.38
multi-input combinational: 484 / 3040 / 35.5
clock inverter: 14 / 136 / 1.59
-- power breakdown --
group          switching [mW]  total (mW)  internal [mW]
clock                   0.314       0.711          0.397
combinational          0.0151      0.0167        0.00166
sequential          0.0000571       0.787          0.787
-- final timing paths --
check,from,end,slack [ps]
max in group asynchronous,rstb,cnt[17],6410
hold reg to reg,U_UART.U_RX.rx_valid,U_UART_CMDER.uart_rx_rdy_clr,400
hold / removal,U_UART.U_RX.rx_valid,U_UART_CMDER.uart_rx_rdy_clr,400
min in group asynchronous,rstb,led_loop[2],1320
setup / recovery,led_en[3],led_out[4],4790
setup reg to reg,U_UART.U_BAUDRATE.cnt[2],U_UART.U_TX.bit_sel[2],6210
-- placed cells by master, fill, tap and decap left out, drive strengths merged, types with 2 or more instances in the layout --
cell and n:
nor2 39, nor3b 3, clkbuf 18, and4 3, o21ai 51, nor2b 11
nand4 17, and4b 2, dfstp 11, o31ai 4, nand4b 2, o22ai 19
xnor2 32, clkinvlp 5, ha 12, mux2i 12, or4 4, and3 10
inv 46, mux2 32, clkinv 5, dfrtp 161, clkdlybuf4s50 14, and2 4
a21oi 3, nor3 3, nand3 27, nand2b 3, a21boi 6, buf 8
nor4 5, a31oi 12, a221oi 7, or3 3, a211oi 7, nand2 127
xor2 15
-- worst max-delay path, stage by stage, from the launching register on --
cell	delay [ps]
dfrtp_1	420
inv_1	110
nand4_1	450
nand2_1	170
o21ai_0	100
o21ai_0	180
clkdlybuf4s50_1	480
-- per-layer routing --
metal | vias up | share of wire (%) | global-route usage (%)
li1 | 2528 | - | -
met5 | - | 0 | 0
met3 | 11 | 3.5 | 3.72
met4 | 0 | 0.87 | 2.15
met1 | 2482 | 52 | 33.5
met2 | 64 | 44 | 28.9
No activity file was given, so power comes from the tool's default toggle rates.
